==> design/flow/design.v <==
module UART_RX_CTRL
  #(parameter CLKS_PER_BIT = 10416)
  (
   input            i_Rst_L,
   input            i_Clock,
   input            i_RX_Serial,
   output reg       o_RX_DV,
   output reg [7:0] o_RX_Byte
   );
  localparam IDLE         = 3'b000;
  localparam RX_START_BIT = 3'b001;
  localparam RX_DATA_BITS = 3'b010;
  localparam RX_STOP_BIT  = 3'b011;
  localparam CLEANUP      = 3'b100;
  reg [$clog2(CLKS_PER_BIT)-1:0] r_Clock_Count;
  reg [2:0] r_Bit_Index;  
  reg [2:0] r_SM_Main;
  always @(posedge i_Clock or posedge i_Rst_L) begin
    if (i_Rst_L) begin
      r_SM_Main <= 3'b000;
      o_RX_DV   <= 1'b0;
    end else begin
      case (r_SM_Main)
        IDLE : begin
          o_RX_DV       <= 1'b0;
          r_Clock_Count <= 0;
          r_Bit_Index   <= 0;
          if (i_RX_Serial == 1'b0)           
            r_SM_Main <= RX_START_BIT;
          else
            r_SM_Main <= IDLE;
        end
        RX_START_BIT : begin
          if (r_Clock_Count == (CLKS_PER_BIT-1)/2) begin
            if (i_RX_Serial == 1'b0) begin
              r_Clock_Count <= 0;   
              r_SM_Main     <= RX_DATA_BITS;
            end else begin
              r_SM_Main <= IDLE;
            end
          end else begin
            r_Clock_Count <= r_Clock_Count + 1;
            r_SM_Main     <= RX_START_BIT;
          end
        end  
        RX_DATA_BITS : begin
          if (r_Clock_Count < CLKS_PER_BIT-1) begin
            r_Clock_Count <= r_Clock_Count + 1;
            r_SM_Main     <= RX_DATA_BITS;
          end else begin
            r_Clock_Count          <= 0;
            o_RX_Byte[r_Bit_Index] <= i_RX_Serial;
            if (r_Bit_Index < 7) begin
              r_Bit_Index <= r_Bit_Index + 1;
              r_SM_Main   <= RX_DATA_BITS;
            end else begin
              r_Bit_Index <= 0;
              r_SM_Main   <= RX_STOP_BIT;
            end
          end
        end  
        RX_STOP_BIT : begin
          if (r_Clock_Count < CLKS_PER_BIT-1) begin
            r_Clock_Count <= r_Clock_Count + 1;
            r_SM_Main     <= RX_STOP_BIT;
          end else begin
            o_RX_DV       <= 1'b1;
            r_Clock_Count <= 0;
            r_SM_Main     <= CLEANUP;
          end
        end  
        CLEANUP : begin
          r_SM_Main <= IDLE;
          o_RX_DV   <= 1'b0;
        end
        default :
          r_SM_Main <= IDLE;
    endcase
    end  
  end  
endmodule  
==> design/flow/run.sh <==
#!/bin/bash
# OpenROAD 26Q1-2900-gdf79404cd8, Yosys 0.63+post, stock flow scripts
make -C /OpenROAD-flow-scripts/flow DESIGN_CONFIG=/design/flow/config.mk WORK_HOME=/design/flow/orfs finish
==> design/flow/config.mk <==
export PLATFORM = sky130hd
export DESIGN_NAME = UART_RX_CTRL
export DESIGN_NICKNAME = UART_RX_CTRL
export VERILOG_FILES = /design/flow/design.v
export SDC_FILE = /design/flow/constraint.sdc
export NUM_CORES = 4
export LEC_CHECK = 1
export CORE_AREA = 10 10 106 106
export DIE_AREA = 0 0 116 116
==> design/flow/constraint.sdc <==
current_design UART_RX_CTRL

set clk_period 2.9
set clk_io_pct 0.2

create_clock -name clk0 -period $clk_period [get_ports {i_Clock}]

set non_clock_inputs [all_inputs -no_clocks]
set_input_delay [expr $clk_period * $clk_io_pct] -clock clk0 $non_clock_inputs
set_output_delay [expr $clk_period * $clk_io_pct] -clock clk0 [all_outputs]
==> flow_summary.ini <==
; generated from flow reports
[status]
status = finished clean

[place]
dpl-instance-area_um2 = 1991
gp_congestion = 0.8299
place.detailed.hpwl_um = 2344
portBuffers = 11

[clock_tree]
clk_pin_slew_ns = 0.07
cts_setup_buffers = 0
insertion_delay_ns = 0.28
cts_tree = yes
cts_buffer_depth = 2
ctsHtreeMaxLevel = 2
numCtsBuffers = 5
clock_sinks = 31
cts_hold_buf = 0
cts_root_buf = clkbuf_8
cts_resized = 0

[grt]
grt_busiest_layer = met1
grt_pass1_vias = 1150
grt_max_degree = 16
met2_usage_pct = 7.281
use_met1_pct = 7.868
grt.overflow.total = 0
grt.total_usage_pct = 5.216
grt_use_met3_pct = 1.518
grt_pass1_wl_um = 5823
antenna_found_initial = 0

[floorplan]
initCoreUtil_pct = 19.92
core_um2 = 8848
rows = 34
chipArea_um2 = 13460
pin_count = 12
die_w_um = 116
fp.dieH_um = 116

[power]
p_sw_uw = 308.5
pwr_density_cell_nw_per_um2 = 540.1
power_frac_seq_pct = 52.0
intPower_uw = 816.0
switching_share_pct = 27.44
p_comb_share_pct = 17.4
p_leak_nw = 0.7290
ir_drop_mv = 0.1474
p_clk_share_pct = 30.5

[layout]
nFillCells = 934
drive_above_1_share_pct = 11.30
ff_latch_area_um2 = 902.1
combGateArea_um2 = 798.3
fin_area_um2 = 2082
area_growth_pct = 18.10

[critical_path]
r2r_start = r_Clock_Count[0]$_DFFE_PP_
cp-startpoint = r_Clock_Count[0]$_DFFE_PP_
endpoint_kind = flop
crit_fanout = 6
reg2reg_depth = 5
critical_path_class = reg -> reg
arrival_ns = 2.08
start_kind = flop
worstPathRequired_ns = 2.84

[final_timing]
period_minus_slack_ns = 2.146
max_freq_mhz = 465.9
worst_pin_slew_ns = 0.4916
skew_ns = 0.01039
fin_tns_setup_ns = 0
rsz0062_at_grt = false
setup_viol_count_final = 0
hold_ws_ns = 0.4608
finalHoldViolCount = 0
drv_slew = 0
layout_worst_path_cycle_share_pct = 74.01
relSlewSlack_pct = 67.11

[synthesis]
synth_cell_type_count = 47
ys_seq_share_pct = 51.17
async_flop_share_pct = 19.35
yosysTopAreaCell = edfxtp_1
yosys_warnings = 1
syn_area_um2 = 1763
yosys_area_um2 = 1763
top_cell = edfxtp_1
ys_top_cells_by_count = 25 x edfxtp_1, 20 x nand2_1, 12 x a21oi_1, 8 x nand3_1, 8 x xor2_1
top_area_share_pct = 42.58
ys.flops = 31
area_leaders = edfxtp_1 43%, dfrtp_1 7.1%, ha_1 4.3%, nand2_1 4.3%, xor2_1 4.0%
edf_count = 25
syn_area_per_cell_um2 = 10.88
ys_cells = 162
synth_cells = 162
flop_cell = edfxtp_1

[drt]
drc = 0
routed_via_density = 4.379
vias = 1248
ant_nets = 0
antenna_cells = 0
wl_per_cell_um = 11.44
drt-total-wl_um = 3261
drtIter0Drc = 96
dr.pass1.iters = 4

[worst_hold_path]
min_from = r_SM_Main[1]$_DFF_PP0_
hold_path_depth = 1
holdCritPathClass = reg -> reg

[flow_run]
max_cap_viol_count = 0
tool_warnings = 29
[layout make-up]
cell class	instances	area share [%]
clock buffers	7	4.147
clock inverters	1	0.2404
inverters	6	1.082
multi-input cells	118	38.34
flip-flops and latches	31	43.33
well taps	108	6.490
repair buffers	14	6.370
[power by group through the flow]
stage	Sequential (mW)	Combinational (mW)	Clock, mW
4_1_cts	0.584	0.200	0.356
5_1_grt	0.595	0.228	0.374
6_report	0.585	0.196	0.343
[cells in the final DEF (no fill, tap or decap), types with 2 or more instances in the layout]
master and n:
ha_1 6, nand4bb_1 2, clkbuf_8 6, mux2_2 2, nand4_1 5, xnor2_1 5, o211ai_1 2, o21ai_0 6
and2_1 2, a21o_1 2, a211oi_1 2, nor3_1 3, dfrtp_1 5, inv_1 6, a22oi_1 2, nor2_1 5
a22o_1 2, nand3_1 8, clkdlybuf4s50_1 11, a21oi_1 12, or3_1 2, and3_1 3, edfxtp_1 25, xor2_1 8
buf_4 3, nand2_1 20
[routing by layer]
layer | wire length (µm) | up-vias
met5 | 0 | -
met4 | 99 | 0
met3 | 141 | 5
met2 | 1360 | 24
met1 | 1660 | 586
li1 | - | 633
[kinds of logic after synthesis]
family	share of synthesized area, %
simple gates	19.73
compound gates	13.56
flops	51.17
xor+xnor	6.459
buf+inv	3.548
fa+ha+maj	4.258
mux	1.277
[path summary, 6_finish.rpt]
| kind | endpoint | slack [ns] |
|---|---|---|
| max | r_Bit_Index[1]$_SDFFCE_PP0P_ | 0.75 |
| min | r_SM_Main[0]$_DFF_PP1_ | 0.46 |
| max reg2reg | r_Bit_Index[1]$_SDFFCE_PP0P_ | 0.75 |
| min reg2reg | r_SM_Main[0]$_DFF_PP1_ | 0.46 |
| max in group asynchronous | r_SM_Main[0]$_DFF_PP1_ | 2.04 |
| min in group asynchronous | r_SM_Main[4]$_DFF_PP0_ | 0.60 |
[registers in the layout (all words and copies together) (netlist names)]
name,cells
o_RX_Byte,8
o_RX_DV,1
r_Bit_Index,3
r_Clock_Count,14
r_SM_Main,5
[worst max-delay path, stage by stage, from the launching register on]
cell and delay (ns):
edfxtp_1 0.36, ha_1 0.29, nand3_1 0.15, a211o_1 0.37, and2_1 0.20, a211oi_1 0.44
[through the flow]
step | instances | power (mW) | setup slack, ns | util, %
after floorplan | 162 | 0.7203 | 0.6567 | -
after global placement | 277 | 0.7927 | 0.7892 | 22.50
after detailed placement | 277 | 0.7907 | 0.7427 | 22.50
after CTS | 285 | 1.140 | 0.7384 | 23.53
after global routing | 285 | 1.198 | 0.5433 | 23.53
final | 285 | 1.124 | 0.7538 | 23.53
No activity file was given, so power comes from the tool's default toggle rates.
