==> flow/design.v <==
`timescale 1ns / 1ps
module inst_ROM(
    input clk,
    input rst,
    output reg ap_start,
    output reg [11:0] user_inst_addr,
    output reg [15:0] user_inst_write
    );
    reg [2:0] cs, ns;
    reg [11:0] cnt, cnt_next;
    reg [11:0] user_inst_addr_next;
    reg [15:0] user_inst_write_next;
    localparam op_add  = 4'b0101; 
    localparam op_sub  = 4'b0110; 
    localparam op_inc  = 4'b0001; 
    localparam op_xor  = 4'b0111; 
    localparam op_cmp  = 4'b1000; 
    localparam op_mov0 = 4'b1001;  
    localparam op_mov1 = 4'b1010;  
    localparam op_mov2 = 4'b1011;  
    localparam op_mov3 = 4'b1100;  
    localparam op_mov4 = 4'b1101;  
    localparam op_sadd = 4'b1110; 
    localparam op_jmp  = 4'b0010; 
    localparam op_jne  = 4'b0011; 
    localparam op_je   = 4'b0100;    
    localparam op_nop  = 4'b1111; 
    localparam op_halt = 4'b0000; 
    localparam r0 = 6'b000000;
    localparam r1 = 6'b000001;
    localparam r2 = 6'b000010;
    localparam r3 = 6'b000011;
    localparam r4 = 6'b000100;
    localparam r5 = 6'b000101;
    localparam dc = 6'b000000;
    always @(posedge clk) begin
        cs <= (rst) ? 0 : ns;
        cnt <= (rst) ? 0 : cnt_next;
        jmp_addr <= jmp_addr_next;
        user_inst_addr <= user_inst_addr_next;
        user_inst_write <= user_inst_write_next;
    end
    reg [11:0] jmp_addr_next, jmp_addr;
    always @(*) begin
        case (cs)
            3'b000: begin
                ns = (rst)? 0 : 1;   
                cnt_next = 0;
                ap_start = 0;
                user_inst_addr_next = 0;
                user_inst_write_next = 0;
                jmp_addr_next = 0;
                end
            3'b001: begin 
                cnt_next = (cnt == 16) ? 0 : cnt+1;
                ns = (cnt == 16) ? 2 : cs;              
                ap_start = 0;
                user_inst_addr_next = 0;
                user_inst_write_next = 0;
                jmp_addr_next = 0;
                end
            3'b010: begin  
                cnt_next = cnt+1;
                ap_start = 0;
                case (cnt)
                    6'd0  : begin ns = cs; user_inst_addr_next = 12'd31; user_inst_write_next = {op_mov0, r0, 6'b000000};      end
                    6'd1  : begin ns = cs; user_inst_addr_next = 12'd32; user_inst_write_next = {op_mov0, r1, 6'b000001};      end
                    6'd2  : begin ns = cs; user_inst_addr_next = 12'd33; user_inst_write_next = {op_mov1, r2, r1};             end
                    6'd3  : begin ns = cs; user_inst_addr_next = 12'd34; user_inst_write_next = {op_halt, 6'b110000, 6'b110000};end    
                    6'd4  : begin ns = cs; user_inst_addr_next = 12'd35; user_inst_write_next = {op_mov0, r3, 6'b000011};      end
                    6'd5  : begin ns = cs; user_inst_addr_next = 12'd36; user_inst_write_next = {op_mov0, r5, 6'b000101};      end
                    6'd6  : begin ns = cs; user_inst_addr_next = 12'd37; user_inst_write_next = {op_mov0, r4, 6'b000100};      end
                    6'd7  : begin ns = cs; user_inst_addr_next = 12'd38; user_inst_write_next = {op_xor,  r4, r4};             end    
                    6'd8  : begin ns = cs; user_inst_addr_next = 12'd39; user_inst_write_next = {op_inc,  r4, dc};             end    
                    6'd9  : begin ns = cs; user_inst_addr_next = 12'd40; user_inst_write_next = {op_sub,  r3, r4};             end    
                    6'd10 : begin ns = cs; user_inst_addr_next = 12'd41; user_inst_write_next = {op_xor,  r5, r3};             end    
                    6'd11 : begin ns = cs; user_inst_addr_next = 12'd42; user_inst_write_next = {op_halt, 6'b110000, 6'b110000};end    
                    6'd12 : begin ns = cs; user_inst_addr_next = 12'd43;  user_inst_write_next = {op_cmp,  r0, r5};            end    
                    6'd13 : begin ns = cs; user_inst_addr_next = 12'd44;  user_inst_write_next = {op_je,   12'd47};            end    
                    6'd14 : begin ns = cs; user_inst_addr_next = 12'd45; user_inst_write_next = {op_inc,  r0, dc};             end    
                    6'd15 : begin ns = cs; user_inst_addr_next = 12'd46;  user_inst_write_next = {op_jmp,  12'd43};            end    
                    6'd16 : begin ns = cs; user_inst_addr_next = 12'd47; user_inst_write_next = {op_halt, 6'b110000, 6'b110000};end    
                    6'd17 : begin ns = cs; user_inst_addr_next = 12'd48;  user_inst_write_next = {op_mov2, r2, r3};            end    
                    6'd18 : begin ns = cs; user_inst_addr_next = 12'd49;  user_inst_write_next = {op_mov2, r3, r5};            end    
                    6'd19 : begin ns = cs; user_inst_addr_next = 12'd50;  user_inst_write_next = {op_mov3, r0, r2};            end    
                    6'd20 : begin ns = cs; user_inst_addr_next = 12'd51;  user_inst_write_next = {op_mov3, r1, r3};            end    
                    6'd21 : begin ns =  3; user_inst_addr_next = 12'd52; user_inst_write_next = {op_halt, 6'b110000, 6'b110000};end    
                endcase
                end
            3'b011: begin
                ap_start = 1;
                user_inst_addr_next = 0;
                user_inst_write_next = 0;
                ns = 4;
                cnt_next = 0;
                end
            4'b100: ns=cs;  
        endcase
    end
endmodule
==> flow/run.sh <==
#!/bin/bash
# OpenROAD 26Q1-2900-gdf79404cd8, Yosys 0.63+post, stock flow scripts
make -C /OpenROAD-flow-scripts/flow DESIGN_CONFIG=/design/flow/config.mk WORK_HOME=/design/flow/orfs finish
==> flow/config.mk <==
export PLATFORM = sky130hd
export DESIGN_NAME = inst_ROM
export DESIGN_NICKNAME = inst_ROM
export VERILOG_FILES = /design/flow/design.v
export SDC_FILE = /design/flow/constraint.sdc
export NUM_CORES = 4
export LEC_CHECK = 1
export CORE_UTILIZATION = 50
==> flow/constraint.sdc <==
current_design inst_ROM

set clk_period 1.0
set clk_io_pct 0.2

create_clock -name clk0 -period $clk_period [get_ports {clk}]

set non_clock_inputs [all_inputs -no_clocks]
set_input_delay [expr $clk_period * $clk_io_pct] -clock clk0 $non_clock_inputs
set_output_delay [expr $clk_period * $clk_io_pct] -clock clk0 [all_outputs]
==> impl_metrics.py <==
# Generated from Yosys and OpenROAD reports
metrics = {
    "setup_path": {
        "critPathCapture": "user_inst_addr[4]",
        "slowest_stage": "dfxtp_1",
        "crit_arrival_ps": 750,
        "path_depth": 1,
        "cp_top_family": "flip-flops",
        "path_class": "reg2out",
        "endpoint_kind": "output pin",
        "worstPathCellList": "clkdlybuf4s15_1",
        "cp_max_fo": 1,
        "path_buffers": 1,
        "required_ps": 800,
        "crit_path_start": "user_inst_addr[4]",
        "cpPeakStageDelay_ps": 310,
        "cp-start-kind": "flop",
    },
    "global_routing": {
        "first_global_vias": 1794,
        "grt_pass1_wl_microns": 8949,
        "grt_usage": 0.2110,
        "grt_max_degree": 37,
        "overflow": 0,
        "antenna_found_initial": 0,
    },
    "synth": {
        "netlist_area_sq_um": 2671,
        "ys_ff": 69,
        "async_reset_ff_frac": 0,
        "ys_top_cells_by_area": "dfxtp_1, dlxtn_1, nor2b_1, a21oi_1, nor2_1",
        "synth-edff-count": 0,
        "ys_warn_count": 1,
        "yosysUniqueCellTypes": 54,
        "ys_cells": 311,
        "top_area_cell": "dfxtp_1",
        "synth_chip_area_sq_um": 2671,
        "flop_cell": "dlxtn_1",
        "syn_inst": 311,
        "netlist.area_leader.share": 0.2548,
        "avgSynthCellArea_sq_um": 8.589,
    },
    "route": {
        "n_antenna_cell": 0,
        "remaining_drc_errors": 0,
        "first_pass_iters": 4,
        "vias": 2064,
        "wl_per_cell_microns": 13.52,
        "viasPerCell": 5.292,
        "dr.first_iter.drc_count": 263,
        "antenna_left": 0,
        "finalWirelength_microns": 5274,
    },
    "final_timing": {
        "setup_violations": 0,
        "period_minus_slack_ps": 951.3,
        "untimed_endpoints": 55,
        "rsz0062_at_grt": "false",
        "maxSlewViolCount": 0,
        "finalSetupTns_ps": 0,
        "fin_crit_sh": 0.9513,
        "fin_hold_ws_ps": 649.4,
        "maxSlewHeadroom": 0.5055,
        "worstMarginPinSlew_ps": 741.8,
        "unclocked_regs": 35,
        "hold_viol": 0,
        "fmax_mhz": 1051,
    },
    "clock_network": {
        "numCtsBuffers": 5,
        "hold_buffers": 0,
        "htreeDepth": 2,
        "root_buffer": "clkbuf_8",
        "cts_max_path_buffers": 2,
        "cts_tree": "done",
        "clk_pin_slew_ps": 70,
    },
    "cells_and_area": {
        "drive_above_1_share": 0.1219,
        "layout_top_cell": "dlxtn_1",
        "area_growth_pct": 8.665,
        "fin_util": 0.5648,
        "fill_cells": 485,
        "most-common-layout-cells": "dlxtn_1, dfxtp_1, nor2_1",
    },
    "power": {
        "switching_share": 0.2223,
        "clockPowerShare": 0.417,
        "powerDensity_nw_per_um2": 867.6,
        "p_sw_uw": 559.8,
        "leakagePower_uw": 0.001190,
        "internal_power_uw": 1959,
        "p_seq_frac": 0.544,
        "p_comb_frac": 0.039,
        "ir_drop_mv": 0.5719,
    },
    "run": {
        "warnings": 28,
        "max_cap_viol_count": 0,
    },
    "placed_design": {
        "gp_congestion": 0.9243,
        "portBuffers": 23,
        "hpwl_microns": 3519,
    },
    "floorplanning": {
        "initCoreUtil": 0.5197,
        "die_w_microns": 75.10,
        "dieArea_sq_um": 5639,
        "num_rows": 26,
        "io_pins": 31,
        "die_h_microns": 75.10,
        "coreArea_sq_um": 5140,
    },
    "hold_path": {
        "hold_class": "in2reg",
    },
    "run_status": {
        "status": "completed",
    },
}
power by group through the flow:
stage | combinational [uW] | sequential (uW) | clock [uW]
5_1_grt | 110 | 1370 | 1160
4_1_cts | 97.8 | 1370 | 1100
6_report | 97.0 | 1370 | 1050
flip-flops by register name, indices dropped and copies added (netlist names):
register	count
ns	3
cnt_next	12
user_inst_write_next	13
user_inst_write	13
ap_start	1
user_inst_addr_next	6
cnt	12
user_inst_addr	6
cs	3
per-layer routing:
layer	vias up	global-route usage	part of all wire	routed length [microns]
met3	9	0.03256	0.043	229
met4	0	0.03983	0.021	109
met2	52	0.3173	0.46	2415
li1	1064	-	-	-
met1	939	0.3306	0.48	2521
met5	-	0	0	0
Yosys cell counts, types with 2 or more instances:
library cell  count
inv_1            10
dfxtp_1          34
a2111oi_2         2
nor3_1            9
buf_6             2
nand2_1          14
buf_4            11
nor4_1            2
and3_1            5
nor2_1           26
clkbuf_1         10
o31ai_1           2
o22ai_1           5
dlxtn_1          35
a21boi_1          2
buf_1             3
a22oi_1           2
and2_1            8
a2111oi_0         2
buf_2             6
a21oi_1          22
xnor2_1           5
nand4_1           2
nand2b_1         10
o21ai_0          15
a31oi_1           3
ha_1              4
nand3_1           8
nor2b_1          24
xor2_1            4
cell families (layout without fill, tap and decap cells):
family,after synthesis,after routing,synth area share
AND/OR/NAND/NOR,115,115,0.2323
AND-OR/OR-AND,71,71,0.1836
buffers and inverters,42,45,0.08291
latches,35,35,0.1967
flip-flops,34,34,0.2548
XOR/XNOR,9,9,0.02951
adder cells (fa/ha/maj),4,4,0.01874
other,1,7,0.001404
worst min-delay path by stage:
stage	start	end	slack, ps	cells past startpoint
final	rst	cs[1]	650	3
after global routing	rst	cnt[1]	660	3
after CTS	rst	cnt[11]	650	3
tightest hold or removal path, cell delays in order:
cell	delay [ps]
clkdlybuf4s50_1	440
buf_12	170
nor2b_1	90
layout make-up:
| type | instances | area, sq um | share of cell area |
|---|---|---|---|
| clock buffers | 7 | 86.33 | 0.02974 |
| clock inverters | 1 | 5.005 | 0.001724 |
| inverters | 10 | 37.54 | 0.01293 |
| multi-input cells | 206 | 1266 | 0.4362 |
| flip-flops and latches | 69 | 1212 | 0.4177 |
| well taps | 70 | 87.58 | 0.03017 |
| repair buffers | 27 | 207.7 | 0.07155 |
timing repair:
action,4_1_cts,5_1_grt
endpoints found under the setup margin,21,13
setup buffers,0,0
gates resized,43,17
endpoints found under the hold margin,0,0
through the flow:
stage / setup slack, ps / std cells / instance area, sq um / power [uW]
floorplan: 362.0 / 317 / 2694 / 1486
global placement: -18.33 / 382 / 2870 / 1501
detailed placement: -23.52 / 382 / 2870 / 1500
CTS: 5.187 / 390 / 2963 / 2565
global route: 0.01882 / 390 / 2903 / 2645
finish: 48.67 / 390 / 2903 / 2518
Power is estimated from default activity; no workload was simulated.
