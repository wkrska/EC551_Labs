`design/flow/run.sh`:
```
#!/bin/bash
# OpenROAD 26Q1-2900-gdf79404cd8, Yosys 0.63+post, stock flow scripts
make -C /OpenROAD-flow-scripts/flow DESIGN_CONFIG=/design/flow/config.mk WORK_HOME=/design/flow/orfs finish
```
`design/flow/config.mk`:
```
export PLATFORM = sky130hd
export DESIGN_NAME = mat3mult
export DESIGN_NICKNAME = mat3mult
export VERILOG_FILES = /design/flow/design.v
export SDC_FILE = /design/flow/constraint.sdc
export NUM_CORES = 4
export LEC_CHECK = 1
export CORE_UTILIZATION = 50
```
`design/flow/constraint.sdc`:
```
current_design mat3mult

set clk_period 3.9
set clk_io_pct 0.2

create_clock -name clk0 -period $clk_period

set non_clock_inputs [all_inputs -no_clocks]
set_input_delay [expr $clk_period * $clk_io_pct] -clock clk0 $non_clock_inputs
set_output_delay [expr $clk_period * $clk_io_pct] -clock clk0 [all_outputs]
```
`design/flow/design.v`:
```
`timescale 1ns / 1ps
module mat3mult(
    input wire [4*3*3-1:0] mat_in_a,
    input wire [4*3*3-1:0] mat_in_b,
    output wire [4*3*3-1:0] mat_out
);
    genvar i,j;
    generate 
    for (i=0;i<3;i=i+1) begin
    for (j=0;j<3;j=j+1) begin
        vect3mac vm0(
            mat_in_a[4*3*(i+1)-1:4*3*i],
            {
                mat_in_b[4*3*2+4*(j+1)-1:4*3*2+4*j],
                mat_in_b[4*3*1+4*(j+1)-1:4*3*1+4*j],
                mat_in_b[4*3*0+4*(j+1)-1:4*3*0+4*j]
            },
            mat_out[4*3*i+4*(j+1)-1:4*3*i+4*j]
        );
    end
    end
    endgenerate
endmodule
`timescale 1ns / 1ps
module vect3mac(
    input wire [4*3-1:0] v_in_a,  
    input wire [4*3-1:0] v_in_b,  
    output wire [7:0] s_out  
);
assign s_out = (v_in_a[4-1:0]*v_in_b[4-1:0])+ (v_in_a[4*2-1:4]*v_in_b[4*2-1:4])+ (v_in_a[4*3-1:4*2]*v_in_b[4*3-1:4*2]);
endmodule
```
==> changes_impl.md <==
### Physical design

- DR WL/cell: around 21 µm
- Final WL: 23.5 mm
- Inserted Diodes: 0
- Headroom to the max-slew limit: slightly below 80%
- RSZ-0062 raised after global routing: yes
- Status: complete, but fails checks
- Worst min-delay path category: input pin to output pin
- Placeable Area: around 12000 µm²
- Final routed DRC violation total: 0
- Seq cells: 0
- 1st-iter DRT viols: around 300
- Final core occ: 87.8%
- Post-CTS Hold Fix Bufs: 0
- Cell area leaders: ha_1, xnor2_1, and2_1, fa_1, nand2_1
- Critical path type: input pin to output pin
- Syn-to-layout area delta: 68.8%
- WP buf/inv: 5
- Share of the cycle needed by the critical path after routing: 132%
- Post-DRT Antenna Nets: 0
- Starting density of the core: about 52%
- Slowest-stage cell, CP: fa_1
- Worst Tran Pin Value: about 0.34 ns
- Final Hold Vio Count: 0
- Crit-path cells: buf_6, buf_6, and2_4, ha_4, ha_4, inv_2, fa_1, inv_2, fa_1, ha_4, ha_4, xnor2_2, xnor2_1, xnor2_1, xnor3_1, xnor2_1, buf_2
- Max-Cap Viols: 0
- Register share after synthesis: 0%
- Cell Area, Synth: approximately 6000 µm²
- Critical path endpoint category: output pin
- Post-synthesis cell count: ~740
- Yosys cell types: 14
- Yosys warning tally: 9
- Crit path top cell by count: ha_4
- Setup TNS Final: -12.20 ns
- MI comb area: between 7000 and 8000 µm²
- Crit path launch type: input pin
- Fraction of layout cells with a size suffix above 1: a little under half
- Flop area: 0 µm²
- Most frequent cells after synthesis: and2_1, ha_1, xnor2_1
- CP delay by family, top: adder cells
- Port bufs: between 100 and 150
- Post-DP HPWL: approximately 16 mm
- Yosys cell count: about 740
- Pwr Density: 241 nW/µm²
- Grt total ovfl: 0
- Max stage delay on crit path: approximately 0.58 ns
- Last weighted congestion value of the routability-driven placer: ~1.0
- Final setup vio count: 20
- Final worst setup slack: -1.25 ns
- Vias: 6028
- WP data required: 3.12 ns
- Cell taking the most area after synthesis: ha_1
- Largest net degree at the start of global routing: 10
- Area leader share: 28.0%
- FP Rows: 39
- I/O pins: 108
- Post-synthesis chip area from yosys: between 6000 and 7000 µm²
- CP arrival: approximately 4.4 ns
- Tool warnings: 37
- Violated checks: setup timing
- Fmax: ~0.19 GHz
- Max FO, Critical Path: 4
- Average size of a mapped cell: between 8 and 9 µm²
- Vias in the first global route: about 6300
- Initial antenna violation count: 0
- First-pass iteration count of the detailed router: 15
- Die width: 112 µm
- Die Area: 12500 µm²
- Yosys top cell by instances: and2_1
- Leakage power of the design: around 0.0047 µW
- Slew Viols, Final: 0
- Vias per cell: about 5.3
- Clkbuf count: 0
- Final min period: 5.15 ns
- First-pass GRT wire length: around 34 mm
- Filler Cell Count: 508
- Die span in y: 112 µm
- All-Layer GR Usage: about 37%
- Worst VDD drop: about 0.22 mV
- Pre-CTS setup slack: -2.07 ns
-- power breakdown --
group	switching (µW)	internal (µW)	total, µW
logic	1030	1420	2460
registers	0	0	0
clock network	0	0	0
-- through the flow --
stage	power [µW]	hold slack [ns]	instance area (µm²)	instances
floorplan	1160	1.88	6740	742
global placement	2110	2.80	8710	1090
detailed placement	2130	2.83	8710	1090
CTS	2210	2.22	9800	1137
global route	2670	2.27	10200	1146
finish	2460	2.23	10200	1146
-- cells by family after synthesis --
kind of cell               synth area share (%)
and+or+nand+nor                            23.0
xor gates and xnor gates                   29.9
adders and majority gates                  39.9
buffers and inverters                      7.23
-- area by class of cell --
cell class | count | share of cell area (%)
Tap cell | 143 | 1.75
Multi-Input combinational cell | 630 | 69.6
Inverter | 93 | 3.42
Timing Repair Buffer | 280 | 25.3
-- metal layers --
| layer | GRT usage (%) | vias up | share of wire [%] |
|---|---|---|---|
| met3 | 6.54 | 43 | 9.1 |
| met5 | 0 | - | 0 |
| met4 | 9.60 | 0 | 3.0 |
| met2 | 60.5 | 301 | 46 |
| met1 | 50.1 | 2892 | 42 |
| li1 | - | 2792 | - |
-- layout by cell type, fill, tap and decap left out, types with 36 or more instances in the layout --
cell	Yosys	layout
fa_1	36	36
ha_1	135	38
ha_4	0	90
xor2_1	45	41
and2_1	139	64
xnor2_1	131	119
buf_4	3	109
inv_1	93	54
buf_6	0	83
inv_2	0	39
nand2_1	123	118
and2_4	0	75
-- final timing paths --
check                    start          end  slack [ns]  cells after the start
setup / recovery  mat_in_a[30]  mat_out[31]       -1.25                     17
hold / removal    mat_in_a[18]  mat_out[23]        2.23                      6
-- timing repair --
item	in CTS	in global routing
setup buffers	47	18
endpoints found under the setup margin	27	26
gates cloned	0	0
pin swaps	140	112
resized	438	88
Power is estimated from default activity; no workload was simulated.
