==> /design/flow/run.sh <==
#!/bin/bash
# OpenROAD 26Q1-2900-gdf79404cd8, Yosys 0.63+post, stock flow scripts
make -C /OpenROAD-flow-scripts/flow DESIGN_CONFIG=/design/flow/config.mk WORK_HOME=/design/flow/orfs finish
==> /design/flow/config.mk <==
export PLATFORM = sky130hd
export DESIGN_NAME = char_stager
export DESIGN_NICKNAME = char_stager
export VERILOG_FILES = /design/flow/design.v
export SDC_FILE = /design/flow/constraint.sdc
export NUM_CORES = 4
export LEC_CHECK = 1
export CORE_UTILIZATION = 50
export SYNTH_MEMORY_MAX_BITS = 65536
==> /design/flow/constraint.sdc <==
current_design char_stager

set clk_period 129.6
set clk_io_pct 0.2

create_clock -name clk0 -period $clk_period [get_ports {clk}]

set non_clock_inputs [all_inputs -no_clocks]
set_input_delay [expr $clk_period * $clk_io_pct] -clock clk0 $non_clock_inputs
set_output_delay [expr $clk_period * $clk_io_pct] -clock clk0 [all_outputs]
==> /design/flow/design.v <==
`timescale 1ns / 1ps
module char_stager(
        input wire clk,
        input wire rst,
        input wire [4*2-1:0] alu_in,
        input wire [4*3*3-1:0] my_in,
        input wire result_ready,
        input wire [7:0] key_ps2,
        input wire wen_key_ps2,
        input wire [7:0] key_uart,
        input wire wen_key_uart,
        input wire [2:0] mode,
        input wire mode_flag,
        input wire pop,
        output wire [7:0] char_out,
        output reg char_wen,
        output wire [3:0] debug_state,
        output wire [7:0] count_debug
    );
    reg [2:0] mode_hold, mode_hold_n;
    reg [4*2-1:0] alu_hold, alu_hold_n;
    reg [4*3*3-1:0] my_hold, my_hold_n;
    reg [7:0] fifo_char, fifo_char_n;
    reg push, push_n;
    reg [7:0] count, count_n;
    assign count_debug = count;
    reg [3:0] cs,ns;
    localparam [3:0]    WLCM       = 'h0,
                        IDLE       = 'h1,
                        I_INST     = 'h2,
                        L_INST     = 'h3,
                        A_INST     = 'h4,
                        B_INST     = 'h5, 
                        X_INST     = 'h6,
                        ALU_WAIT   = 'h7,
                        ALU_WRITE  = 'h8,
                        BNCH_WAIT  = 'h9,
                        BNCH_WRITE = 'hA,
                        BNCH_SPACE = 'hB,
                        NWLN       = 'hE,
                        CRTN       = 'hF;
    localparam [2:0]    MODE_I     = 'h0,
                        MODE_L     = 'h1,
                        MODE_A     = 'h2,
                        MODE_B     = 'h3,
                        MODE_X     = 'h4;
    localparam [7:0]    len_wlcm   = 'd58,
                        len_I      = 'd30,
                        len_L      = 'd39,
                        len_A      = 'd32,
                        len_B      = 'd29,
                        len_X      = 'd18;
    reg [58*8-1:0] msg_wlcm = {8'h0A,8'h0D,8'h48,8'h65,8'h6C,8'h6C,8'h6F,8'h20,8'h45,8'h43,8'h35,8'h35,8'h31,8'h2E,8'h20,8'h4D,8'h79,8'h20,8'h6E,8'h61,8'h6D,8'h65,8'h20,8'h69,8'h73,8'h20,8'h57,8'h69,8'h6C,8'h6C,8'h43,8'h6F,8'h6E,8'h2E,8'h0A,8'h0D,8'h50,8'h6C,8'h65,8'h61,8'h73,8'h65,8'h20,8'h65,8'h6E,8'h74,8'h65,8'h72,8'h20,8'h61,8'h20,8'h6D,8'h6F,8'h64,8'h65,8'h3A,8'h0A,8'h0D};						  
    reg [30*8-1:0] msg_I    = {8'h0A,8'h0D,8'h4D,8'h6F,8'h64,8'h65,8'h20,8'h49,8'h3A,8'h20,8'h45,8'h6E,8'h74,8'h65,8'h72,8'h20,8'h49,8'h6E,8'h73,8'h74,8'h72,8'h75,8'h63,8'h74,8'h69,8'h6F,8'h6E,8'h73,8'h0A,8'h0D};
    reg [39*8-1:0] msg_L    = {8'h0A,8'h0D,8'h4D,8'h6F,8'h64,8'h65,8'h20,8'h4C,8'h3A,8'h20,8'h4C,8'h6F,8'h61,8'h64,8'h20,8'h49,8'h6E,8'h73,8'h74,8'h72,8'h75,8'h63,8'h74,8'h69,8'h6F,8'h6E,8'h73,8'h20,8'h66,8'h72,8'h6F,8'h6D,8'h20,8'h55,8'h41,8'h52,8'h54,8'h0A,8'h0D};
    reg [32*8-1:0] msg_A    = {8'h0A,8'h0D,8'h4D,8'h6F,8'h64,8'h65,8'h20,8'h41,8'h3A,8'h20,8'h52,8'h75,8'h6E,8'h20,8'h61,8'h6E,8'h20,8'h41,8'h4C,8'h55,8'h20,8'h6F,8'h70,8'h65,8'h72,8'h61,8'h74,8'h69,8'h6F,8'h6E,8'h0A,8'h0D};
    reg [29*8-1:0] msg_B    = {8'h0A,8'h0D,8'h4D,8'h6F,8'h64,8'h65,8'h20,8'h42,8'h3A,8'h20,8'h42,8'h65,8'h6E,8'h63,8'h68,8'h6D,8'h61,8'h72,8'h6B,8'h20,8'h50,8'h72,8'h6F,8'h67,8'h72,8'h61,8'h6D,8'h0A,8'h0D};
    reg [18*8-1:0] msg_X    = {8'h0A,8'h0D,8'h49,8'h6E,8'h76,8'h61,8'h6C,8'h69,8'h64,8'h20,8'h45,8'h6E,8'h74,8'h72,8'h79,8'h21,8'h0A,8'h0D};
    wire [7:0] hex_char;
    hex_to_ascii h2a(
        .in((cs===ALU_WRITE) ? alu_hold[7:4] : ((cs===BNCH_WRITE) ? my_hold[35:32] : 4'b0)),
        .out(hex_char)
    );
    assign debug_state = cs;
    always @(posedge clk) begin
        if (rst) begin
            cs <= 'b0;
            mode_hold <= 'b0;
            alu_hold <= 'b0;
            my_hold <= 'b0;
            fifo_char <= 'b0;
            push <= 'b0;
            count <= 'b0;
        end else begin
            cs         <= ns          ;
            mode_hold  <= mode_hold_n ;
            alu_hold   <= alu_hold_n  ;
            my_hold <= my_hold_n;
            fifo_char  <= fifo_char_n ;
            push       <= push_n      ;
            count      <= count_n     ;
        end
    end
    always @(*) begin
        case (cs)
            WLCM     : begin 
                ns          = (count<len_wlcm-1) ? WLCM : IDLE;
                mode_hold_n = MODE_I;
                alu_hold_n  = 'b0;
                my_hold_n= 'b0;
                fifo_char_n = msg_wlcm[8*(len_wlcm-count)-1 -: 8];
                push_n      = 'b1;
                count_n     = count+1;
            end
            IDLE       : begin 
                if (mode_flag) begin
                    case (mode) 
                        MODE_I : ns = I_INST;
                        MODE_L : ns = L_INST;
                        MODE_A : ns = A_INST;
                        MODE_B : ns = B_INST;
                        default : ns = X_INST;
                    endcase
                end else begin
                    ns = IDLE;
                end
                mode_hold_n  = MODE_X;
                alu_hold_n   = 'b0;
                my_hold_n = 'b0;
                fifo_char_n  = 'b0;
                push_n       = 'b0;
                count_n      = 'b0;
            end
            I_INST     : begin 
                ns          = (count<len_I-1) ? I_INST : IDLE;
                mode_hold_n = MODE_I;
                alu_hold_n  = 'b0;
                my_hold_n= 'b0;
                fifo_char_n = msg_I[8*(len_I-count)-1 -: 8];
                push_n      = 'b1;
                count_n     = count+1;
            end
            L_INST     : begin 
                ns          = (count<len_L-1) ? L_INST : IDLE;
                mode_hold_n = MODE_L;
                alu_hold_n  = 'b0;
                my_hold_n= 'b0;
                fifo_char_n = msg_L[8*(len_L-count)-1 -: 8];
                push_n      = 'b1;
                count_n     = count+1;
            end
            A_INST     : begin 
                ns          = (count<len_A-1) ? A_INST : ALU_WAIT;
                mode_hold_n = MODE_A;
                alu_hold_n  = 'b0;
                my_hold_n= 'b0;
                fifo_char_n = msg_A[8*(len_A-count)-1 -: 8];
                push_n      = 'b1;
                count_n     = count+1;
            end
            B_INST     : begin 
                ns          = (count<len_B-1) ? B_INST : BNCH_WAIT;
                mode_hold_n = MODE_B;
                alu_hold_n  = 'b0;
                my_hold_n= 'b0;
                fifo_char_n = msg_B[8*(len_B-count)-1 -: 8];
                push_n      = 'b1;
                count_n     = count+1;
            end
            X_INST     : begin 
                ns          = (count<len_X-1) ? X_INST : IDLE;
                mode_hold_n = MODE_X;
                alu_hold_n  = 'b0;
                my_hold_n= 'b0;
                fifo_char_n = msg_X[8*(len_X-count)-1 -: 8];
                push_n      = 'b1;
                count_n     = count+1;
            end
            ALU_WAIT   : begin 
                ns           = (result_ready) ? NWLN : ALU_WAIT;
                mode_hold_n  = MODE_A;
                alu_hold_n   = (result_ready) ? alu_in : 'b0;
                my_hold_n = 'b0;
                fifo_char_n  = 'b0;
                push_n       = 'b0;
                count_n      = 'b0;
            end
            ALU_WRITE  : begin 
                ns           = (count == 'b1) ? NWLN : ALU_WRITE;
                mode_hold_n  = MODE_A;
                alu_hold_n   = alu_hold << 4;
                my_hold_n = 'b0;
                fifo_char_n  = hex_char;
                push_n       = 'b1;
                count_n      = count+1;
            end
            BNCH_WAIT  : begin 
                ns           = (result_ready) ? NWLN : BNCH_WAIT;
                mode_hold_n  = MODE_B;
                alu_hold_n   = 'b0;
                my_hold_n = (result_ready) ? my_in : 'b0;
                fifo_char_n  = 'b0;
                push_n       = 'b0;
                count_n      = 'b0;
            end
            BNCH_WRITE : begin 
                ns           = (count%3<2) ? BNCH_SPACE : NWLN;
                mode_hold_n  = MODE_B;
                alu_hold_n   = 'b0;
                my_hold_n = my_hold << 4;
                fifo_char_n  = hex_char;
                push_n       = 'b1;
                count_n      = count+1;
            end
            BNCH_SPACE : begin
                ns           = BNCH_WRITE;
                mode_hold_n  = MODE_B;
                alu_hold_n   = alu_hold;
                my_hold_n = my_hold;
                fifo_char_n  = 8'h20;
                push_n       = 'b1;
                count_n      = count;
            end
            NWLN       : begin 
                ns           = CRTN;
                mode_hold_n  = mode_hold;
                alu_hold_n   = alu_hold;
                my_hold_n = my_hold;
                fifo_char_n  = 8'hA;
                push_n       = 'b1;
                count_n      = count;
            end
            CRTN       : begin 
                case (mode_hold)
                    MODE_A : ns = (count==0) ? ALU_WRITE : WLCM;
                    MODE_B : ns = (count==5'd9) ? WLCM : BNCH_WRITE;
                    default: ns = WLCM;
                endcase
                mode_hold_n  = mode_hold;
                alu_hold_n   = alu_hold;
                my_hold_n = my_hold;
                fifo_char_n  = 8'hD;
                push_n       = 'b1;
                count_n      = count;
            end
        endcase
    end
    reg cr_c, cr_n;
    always @(posedge clk)
        cr_c <= (rst) ? 0 : cr_n;
    always @(*) begin
        case (cr_c)
            1'b0 : cr_n = (wen_key_ps2 && key_ps2==8'hA) ? 1'b1 : 1'b0;  
            1'b1 : cr_n = 1'b0;
        endcase
    end
    reg nl_c, nl_n;
    always @(posedge clk)
        nl_c <= (rst) ? 0 : nl_n;
    always @(*) begin
        case (nl_c)
            1'b0 : nl_n = (wen_key_uart && key_uart==8'hD) ? 1'b1 : 1'b0;  
            1'b1 : nl_n = 1'b0;
        endcase
    end
    reg [1:0] rd_c, rd_n;
    always @(posedge clk)
        rd_c <= (rst) ? 'b0 : rd_n;
    always @(*) begin
        case (rd_c)
            'h0: rd_n = (pop) ? 'h1 : 'h0;
            'h1: rd_n = 'h2;
            'h2: rd_n = (~pop) ? 'h0 : 'h2;
        endcase
    end
    wire empty;
    wire wr_en;
    wire [7:0] din;
    assign din = (nl_c) ? 8'hA : ((cr_c) ? 8'hD : ((push) ? fifo_char : ((wen_key_ps2) ? key_ps2 : ((wen_key_uart) ? key_uart : 'b0))));
    assign wr_en = nl_c | cr_c | push | wen_key_ps2 | wen_key_uart;
    always @(*)
        char_wen = (rd_c==2'h2) && ~empty;
    fifo_8bit fifo (
       .clk(clk),       
       .rst(rst),     
       .din(din),       
       .push(wr_en),   
       .pop(pop && (rd_c=='h0)),   
       .dout(char_out),     
       .empty(empty)   
    );
endmodule
`timescale 1ns / 1ps
module fifo_8bit #(parameter fifo_width=8,
                   parameter fifo_size=512) (
    input wire clk,
    input wire rst,
    input wire push,
    input wire pop,
    input wire [fifo_width-1:0] din,
    output reg [fifo_width-1:0] dout,
    output reg empty,
    output reg full
    );
    localparam dwidth_size = $clog2(fifo_size);
    reg [fifo_size-1:0] fifo_counter;
    reg [dwidth_size-1:0] rd_ptr, wr_ptr;
    reg [fifo_width-1:0] buf_mem[fifo_size-1:0];
    always @(*)
      begin
         empty = (fifo_counter==0);
         full = (fifo_counter==fifo_size);
      end
   always @(posedge clk) begin
           if(rst)
             fifo_counter <= 0;
           else if((!full && push) && (!empty && pop))   
             fifo_counter <= fifo_counter;
           else if(!full && push) 
             fifo_counter <= fifo_counter + 1;
           else if(!empty && pop) 
             fifo_counter <= fifo_counter - 1;
           else
             fifo_counter <= fifo_counter;
     end 
   always @(posedge clk) begin
           if(rst)
             dout <= 'b0;
           else
             begin
                 if(!empty)
                    dout <= buf_mem[rd_ptr];
                 else
                    dout <= 'b0;
             end 
     end
   always @(posedge clk)
     begin
           if(push && !full)
             buf_mem[wr_ptr] <= din;
           else
             buf_mem[wr_ptr] <= buf_mem[wr_ptr];
     end
   always @(posedge clk)
     begin
           if(rst)
             begin
                wr_ptr <= 0;
                rd_ptr <= 0;
             end
           else
             begin
                if(!full && push)
                   wr_ptr <= wr_ptr + 1;
                else
                   wr_ptr <= wr_ptr;
                if(!empty && pop)
                   rd_ptr <= rd_ptr + 1;
                else
                   rd_ptr <= rd_ptr;
             end 
     end
endmodule
`timescale 1ns / 1ps
module hex_to_ascii(
    input wire [3:0] in,
    output reg [7:0] out
    );
    always @(*) begin
        case (in)
        4'h0: out = 8'h30;  
        4'h1: out = 8'h31;  
        4'h2: out = 8'h32;  
        4'h3: out = 8'h33;  
        4'h4: out = 8'h34;  
        4'h5: out = 8'h35;  
        4'h6: out = 8'h36;  
        4'h7: out = 8'h37;  
        4'h8: out = 8'h38;  
        4'h9: out = 8'h39;  
        4'ha: out = 8'h41;  
        4'hb: out = 8'h42;  
        4'hc: out = 8'h43;  
        4'hd: out = 8'h44;  
        4'he: out = 8'h45;  
        4'hf: out = 8'h46;  
        default: out = 8'b0;
        endcase
   end
endmodule
==> changes_impl.md <==
## Flow update

* Status: complete, no violations
* P&R area growth vs syn at 10.3%
* Post-synthesis instance total at 16,200
* Pwr dens at 13.5 nW/um^2
* Worst hold endpoint: fifo.fifo_counter[425]$_SDFFE_PP0P_
* Die Ht at 671 microns
* Yosys Chip Area at 224,000 sq um
* Resize count post-CTS at 0
* Endpoints left unconstrained at 69
* Hold_sp: fifo.fifo_counter[425]$_SDFFE_PP0P_
* Initial antenna violation count at 14
* Max-slew headroom at 24.8%
* Number of global-route vias before repair at 145,000
* Post-synth EDFFs at 4,096
* CP required at 130.37 ns
* Worst R2R Setup Slack at 116.56 ns
* DR pass1 iterations at 9
* Hold slack at 0.473 ns
* Synth warn at 3
* Cell mode on critical path: a31oi_1
* Starting DRC count in detailed routing at 10,900
* Max VDD drop at 14.3 uV
* Worst-Margin Slew at 1.12 ns
* Most numerous logic cell after layout: edfxtp_1
* Hold path cells at 2
* Clock network fraction of total power at 40.8%
* Crit-path slowest cell: o31ai_1
* Leakage at 78.7 nW
* Syn avg cell area at 13.8 sq um
* Pre-CTS setup slack at 93.15 ns
* Longest Clk Path Bufs at 4
* Num ports at 91
* Worst R2R End: fifo.fifo_counter[499]$_SDFFE_PP0P_
* Fin crit period at 35.79 ns
* Cells on worst reg2reg path at 31
* Largest net degree at the start of global routing at 131
* Total grt overflow at 0
* Largest fanout on the critical path at 89
* DR WL/cell at 27.8 microns
* Worst Clk Skew at 0.167 ns
* Htree depth at 5
* Setup WS post-layout at 93.81 ns
* Core area at 445,000 sq um
* Power Total at 3.32 mW
* FF-to-FF Start: fifo.fifo_counter[165]$_SDFFE_PP0P_
* First-pass GRT wire length at 937,000 microns
* FFs w/ async S/R, synth at 0%
* Final routed DRC violation total at 0
* Setup crit end kind: flip-flop
* Number of warnings in the stage logs at 53
* Commonest register cell after synthesis: edfxtp_1
* Max Slew Vio Count at 0
* Crit path buffers/inverters at 5
* CP max stage delay at 0.73 ns
* Share of layout cells above drive strength 1 at 15.3%
* Final GP Congestion at 0.984
* Setup TNS at 0 ns
* CTS tree: built
* CP Data Arrival Time at 36.56 ns
* # port buffers at 90
* Register pins left without a clock at 69
* Sequential share of power at 50.4%
* Cell variety after synth at 121
* Init Core Util at 50.2%
* Crit-path leading delay family: AND-OR/OR-AND gates
* Most common logic cells in the final layout: 4,096 x edfxtp_1, 1,491 x a21oi_1, 1,466 x nand2_1, 1,426 x nor2_1, 1,359 x mux4_2
* Syn Std Cell Area at 224,000 sq um
* Fmax at 27.9 MHz
* Max_cap viols at 0
* Num CTS Buffers at 477
* Setup crit start kind: primary input
* RSZ-0062 raised after global routing: false
* Final hold violations at 0
* Clock-pin slew on the worst setup and hold paths at 0.06 ns
* Overall routing resource usage at 30.6%
* Via count at 140,000
* Util after Layout at 55.4%
* Clk ins delay skew pair at 1.07 ns
* # hold bufs at CTS at 0
* Post-route ant nets at 0
* Crit path kind: primary input to flip-flop
* Routed wire length at 625,000 microns
* Sw power at 0.785 mW
* Setup bufs post-CTS at 0
* Switching share of total power at 23.6%
* Die W at 671 microns
* Yosys stat cell total at 16,200
* Final period utilization at 27.6%
* CTS root buf: clkbuf_16
* Chip area at 450,000 sq um
* Combinational power share at 8.8%
* Via density at 6.24
* Int Pwr at 2.54 mW
* FF+latch count, synth at 4,774
* Worst min path class: flip-flop to flip-flop
* # fillers at 35,700
* Post-DP HPWL at 423,000 microns
* Rows at 245
* Final setup violating endpoints at 0
==> cell type report <==
type	instances	area [sq um]	share of cell area, %
sequential	4774	136000	55.3
multi-input combinational	10200	82800	33.6
clock buffer	598	12500	5.08
tap	5928	7420	3.01
timing repair buffer	405	3370	1.37
clock inverter	289	2920	1.19
inverter	308	1160	0.472
antenna	12	30.0	0.0122
==> metrics by stage <==
stage,area (sq um),instances
after CTS,246000,22500
after detailed placement,231000,21600
after global routing,246000,22500
final,247000,22500
after floorplan,224000,16200
after global placement,231000,21600
==> routing by layer <==
layer	global-route usage, %	vias to the layer above	part of all wire, %
li1	-	63400	-
met2	44.7	6237	47
met1	45.3	69700	38
met5	0.616	-	0.062
met4	8.43	18	3.7
met3	14.6	1074	12
==> cells by family (layout without fill, tap and decap cells) <==
kind of cell	after synthesis	in the layout	synth area share, %
flip-flops	4705	4705	60.5
AND/OR/NAND/NOR	4219	4219	8.45
AND-OR/OR-AND	3501	3501	9.44
multiplexers	1385	1385	13.8
buffers and inverters	1269	1600	2.15
XOR/XNOR	559	559	2.19
adder cells (fa/ha/maj)	539	539	3.02
latches	69	69	0.465
other	0	12	0
==> registers in the layout (all words and copies together), names as in the netlist, 3 cells and up <==
signal / flops
my_hold: 36
alu_hold_n: 8
cs: 4
fifo.fifo_counter: 512
fifo.buf_mem: 4096
fifo.wr_ptr: 9
mode_hold: 3
mode_hold_n: 3
count: 8
fifo_char_n: 7
count_n: 8
ns: 4
fifo_char: 7
alu_hold: 8
fifo.dout: 8
fifo.rd_ptr: 9
my_hold_n: 36
==> power by group through the flow <==
| stage | Combinational [mW] | Sequential [mW] | Clock (mW) |
|---|---|---|---|
| finish | 0.292 | 1.68 | 1.36 |
| CTS | 0.294 | 1.68 | 1.38 |
| global route | 0.317 | 1.68 | 1.44 |
==> cell usage after synthesis (252+ instances only) <==
master | number | area share, %
edfxtp_1 | 4096 | 55
a21oi_1 | 1491 | 3.3
nand2_1 | 1480 | 2.5
nor2_1 | 1434 | 2.4
mux4_2 | 1359 | 14
o21ai_0 | 800 | 1.8
clkbuf_1 | 787 | 1.3
dfxtp_1 | 609 | 5.5
ha_1 | 538 | 3.0
xnor2_1 | 383 | 1.5
nand4_1 | 367 | 1.0
inv_1 | 303 | 0.51
o21bai_1 | 252 | 0.85
==> worst reg2reg max path, delay by kind of cell, from the launching register on <==
kind / cells / cell delay, ns
compound gates: 15 / 5.01
flops: 1 / 0.36
simple gates: 10 / 4.84
buf+inv: 4 / 1.99
fa+ha+maj: 1 / 0.46
mux: 1 / 0.24
==> worst max path at each step <==
stage / from / slack, ns / cells after the start / to
4_1_cts: wen_key_ps2 / 94.14 / 28 / fifo.fifo_counter[499]$_SDFFE_PP0P_
5_1_grt: wen_key_ps2 / 93.43 / 28 / fifo.fifo_counter[499]$_SDFFE_PP0P_
6_report: wen_key_ps2 / 93.81 / 28 / fifo.fifo_counter[499]$_SDFFE_PP0P_
Power is estimated from default activity; no workload was simulated.
