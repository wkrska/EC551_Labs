==> design/flow/design.v <==
`timescale 1ns / 1ps
module btn_edge(
    input reset,
    input btnIn,
    input CLK,
    output wire btnOut
    );
    wire db_BTN;
    debounce db(btnIn, CLK, reset, db_BTN);
    reg BTN_f;
    reg BTN_sync;
    always @(posedge CLK ) begin
        BTN_f    <= db_BTN;
        BTN_sync <= BTN_f;
    end
    reg  BTN_sync_f;
    always @(posedge CLK) begin
        if (reset) begin
            BTN_sync_f <= 1'b0;
        end else begin
            BTN_sync_f <= BTN_sync;
        end
    end
    assign btnOut = BTN_sync & ~BTN_sync_f;  
endmodule
`timescale 1ns / 1ps
module debounce(
    input pb_1, clk, rst,
    output pb_out
    );
    wire slow_clk;
    wire Q1,Q2,Q2_bar,Q0;
    clock_div u1(clk,rst,slow_clk);
    my_dff d0(slow_clk,rst, pb_1, Q0 );
    my_dff d1(slow_clk,rst, Q0, Q1 );
    my_dff d2(slow_clk,rst, Q1,Q2 );
    assign Q2_bar = ~Q2;
    assign pb_out = Q1 & Q2_bar;
endmodule
module clock_div(input Clk_100M, rst, output reg slow_clk);
    reg [26:0] counter=0;
    always @(posedge Clk_100M)
    begin
        counter <= (counter>=(125000*2-1) || rst) ? 0 : counter+1;
        slow_clk <= (counter < 125000 || rst) ? 1'b0 : 1'b1;
    end
endmodule
module my_dff(input DFF_CLOCK, rst, D, output reg Q);
    always @ (posedge DFF_CLOCK) begin
        Q <= (rst) ? 1'b0 : D;
    end
endmodule
==> design/flow/run.sh <==
#!/bin/bash
# OpenROAD 26Q1-2900-gdf79404cd8, Yosys 0.63+post, stock flow scripts
make -C /OpenROAD-flow-scripts/flow DESIGN_CONFIG=/design/flow/config.mk WORK_HOME=/design/flow/orfs finish
==> design/flow/config.mk <==
export PLATFORM = sky130hd
export DESIGN_NAME = btn_edge
export DESIGN_NICKNAME = btn_edge
export VERILOG_FILES = /design/flow/design.v
export SDC_FILE = /design/flow/constraint.sdc
export NUM_CORES = 4
export LEC_CHECK = 1
export CORE_AREA = 10 10 102 102
export DIE_AREA = 0 0 112 112
==> design/flow/constraint.sdc <==
current_design btn_edge

set clk_period 2.6
set clk_io_pct 0.2

create_clock -name clk0 -period $clk_period [get_ports {CLK}]

set non_clock_inputs [all_inputs -no_clocks]
set_input_delay [expr $clk_period * $clk_io_pct] -clock clk0 $non_clock_inputs
set_output_delay [expr $clk_period * $clk_io_pct] -clock clk0 [all_outputs]
==> deck_impl_summary.md <==
Key Metrics from the Run

Outcome
  • Status: finished clean

Global routing
  • M2 GR Usage: 0.05051
  • GRT busiest layer: met2
  • Initial antenna violation count: 0
  • Total Routing Usage GR: 0.03247
  • First-pass GRT wire length: 3546 um
  • Pin count of the biggest net entering global routing: 19
  • Vias in the first global route: a little over 800
  • Remaining Overflow, GRT: 0
  • M3 GR Usage: 0.01574
  • Routing usage on met1: 0.03937

Die
  • Core area: slightly above 8000 um2
  • Die span in y: between 100 and 150 um
  • Row count: 33
  • Fp_density: 0.1504
  • Total I/O pin count: 4
  • Die span in x: 112 um
  • Die Area: 12540 um2

Final timing
  • Skew final: 0.005175 ns
  • Relative slew slack: 0.6179
  • Hold_ws: 0.3360 ns
  • Final worst-path cycle share: 0.6936
  • Final hold vios: 0
  • Max Freq: about 550 MHz
  • Register pins left without a clock: 3
  • Fin crit period: approximately 1.8 ns
  • Final Max Tran Viols: 0
  • RSZ-0062 raised after global routing: no
  • Setup tns final: 0 ns
  • Setup violations, final: 0
  • Endpoints left unconstrained: 4
  • Slew @ Worst Pin: 0.5679 ns

Route
  • DRT iter0 DRCs: 20
  • Drt pass-1 iters: 4
  • Final WL: 1960 um
  • Vias per inst: approximately 3.4
  • DR WL/cell: 7.809 um
  • Drc violations: 0
  • Antenna-violating nets left: 0
  • DR vias: 864
  • Ant. Diodes: 0

Setup path
  • Startpoint Class: flip-flop
  • Crit-path slowest cell: dfxtp_1
  • Crit path max-delay family: simple AND/OR/NAND/NOR gates
  • Crit path DRT: ~2.8 ns
  • CP max stage delay: 0.42 ns
  • Critical Path End Type: flip-flop
  • Crit-path max FO: 18
  • Critical path class: reg -> reg
  • Bufs and invs on worst path: 0
  • Crit path cell chain: or3b_1, or4_1, a21o_1, nand3_4, nor2_1
  • CP Data Arrival Time: 1.97 ns

Clocking
  • Deepest level of the CTS H-tree: 2
  • CTS Root Buffer Type: clkbuf_8
  • Clock latency on the worst-skew pair: 0.28 ns
  • Post-CTS Setup Repair Bufs: 0
  • CTS tree: yes
  • Clk slew on worst S/H paths: 0.06 ns
  • Post-CTS Resized: 0
  • CTS Buf Count: 5
  • Clock Tree Buf Depth: 2
  • Hold_buf cts: 0

Synth
  • Avg Synthesized Cell Area: 9.658 um2
  • EDFF count, synth: 0
  • Post-synthesis sequential area ratio: 0.5506
  • Synth Cell Area: about 1200 um2
  • Yosys stat area: 1236 um2
  • Yosys warning count: 3
  • Top FF cell, synth: dfxtp_1
  • Mapped Cells: 128
  • # Cells Yosys: 128
  • Asr flop ratio synth: 0
  • Number of distinct library cells after synthesis: 24
  • #FFs+latches synth: 34

Place
  • Port Buffer Count: 3
  • Post-DP HPWL: 1359 um
  • GP Congestion: around 0.8
  • Placed Area: 1413 um2

Power and ir drop
  • Worst VDD drop: ~0.31 mV
  • LEAKAGE: 0.4879 nW
  • Power Density: around 640 nW/um2

Run
  • Maxcap violations: 0
  • Stage-log warning count: 25

Cells and area
  • Most frequent logic cell in the layout: dfxtp_1
  • Number of fill cells in the layout: 888
  • Share of post-route cells with drive strength above 1: 0.06164
  • Flip-flop and latch area: 680.7 um2
  • Fin area: approximately 1500 um2
  • Most instantiated logic cells after routing: dfxtp_1 (34), nor2_1 (25), nand3_1 (10), xnor2_1 (9), conb_1 (9)
  • Synth-to-Final Area Change: 23.79%
  • Logic area: about 560 um2

Min path
  • Worst min-delay path class: reg -> reg
-- cells in the mapped netlist (2+ instances only) --
cell | count | area, um2
or4_1 | 2 | 15.01
xor2_1 | 7 | 61.31
nor3_1 | 7 | 35.03
nand3_1 | 10 | 50.05
nand4_1 | 4 | 25.02
nor2_1 | 25 | 93.84
nor2b_1 | 6 | 37.54
dfxtp_1 | 34 | 680.7
nand2_1 | 4 | 15.01
xnor2_1 | 9 | 78.83
inv_1 | 4 | 15.01
nor4_1 | 4 | 25.02
-- state kept, by name, indices dropped and copies added (netlist names) --
| signal | count |
|---|---|
| db.u1.counter | 27 |
| BTN_f | 1 |
| BTN_sync | 1 |
| BTN_sync_f | 1 |
| db.d0.Q | 1 |
| db.d1.Q | 1 |
| db.d2.Q | 1 |
| db.u1.slow_clk | 1 |
-- power by group --
group,switching (mW),leakage (nW),internal (mW)
Clock,0.169,0.0612,0.310
Sequential,0.00325,0.279,0.488
Combinational,0.00395,0.148,0.00527
Total,0.176,0.488,0.803
-- stage by stage --
stage	std cells	utilization	power, mW	worst slack (ns)
after floorplan	136	-	0.5045	0.8864
after global placement	243	0.1719	0.5105	0.7462
after detailed placement	243	0.1719	0.5111	0.7392
after CTS	251	0.1862	0.9937	0.7993
after global routing	251	0.1862	1.020	0.6474
final	251	0.1862	0.9787	0.7967
-- routing by layer --
| metal | up-vias | routed length, um | part of all wire |
|---|---|---|---|
| met2 | 13 | 822 | 0.42 |
| li1 | 456 | - | - |
| met5 | - | 0 | 0 |
| met4 | 0 | 57 | 0.029 |
| met3 | 5 | 110 | 0.056 |
| met1 | 390 | 969 | 0.49 |
-- cells by family after synthesis --
kind of cell,after synthesis,share of synthesized area
AND-OR/OR-AND,5,0.02530
XOR/XNOR,16,0.1134
adder cells (fa/ha/maj),1,0.01012
buffers and inverters,5,0.02428
flip-flops,34,0.5506
other,1,0.003034
AND/OR/NAND/NOR,66,0.2733
-- path summary, 6_finish.rpt --
path,startpoint,to,slack (ns),depth (start not counted)
worst max-delay path,db.u1.counter[12]$_SDFF_PP0_,db.u1.counter[7]$_SDFF_PP0_,0.80,5
worst min-delay path,BTN_f$_DFF_P_,BTN_sync$_DFF_P_,0.34,0
worst max register to register,db.u1.counter[12]$_SDFF_PP0_,db.u1.counter[7]$_SDFF_PP0_,0.80,5
worst min register to register,BTN_f$_DFF_P_,BTN_sync$_DFF_P_,0.34,0
-- area by class of cell --
type / instances / area share
well taps: 105 / 0.08585
flip-flops and latches: 34 / 0.4448
inverters: 4 / 0.009812
clock inverters: 2 / 0.02289
clock buffers: 6 / 0.05397
repair buffers: 3 / 0.01962
multi-input cells: 97 / 0.3630
Power is estimated from default activity; no workload was simulated.
